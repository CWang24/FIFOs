`flow/run.sh`:
```
#!/bin/bash
# OpenROAD 26Q1-2900-gdf79404cd8, Yosys 0.63+post, stock flow scripts
make -C /OpenROAD-flow-scripts/flow DESIGN_CONFIG=/design/flow/config.mk WORK_HOME=/design/flow/orfs finish
```
`flow/config.mk`:
```
export PLATFORM = sky130hd
export DESIGN_NAME = FIFO_2clk
export DESIGN_NICKNAME = FIFO_2clk
export VERILOG_FILES = /design/flow/design.v
export SDC_FILE = /design/flow/constraint.sdc
export NUM_CORES = 4
export LEC_CHECK = 1
export CORE_UTILIZATION = 40
```
`flow/constraint.sdc`:
```
current_design FIFO_2clk

set clk_period 4.2
set clk_io_pct 0.2

create_clock -name clk0 -period $clk_period [get_ports {read_clk}]
create_clock -name clk1 -period $clk_period [get_ports {write_clk}]

set non_clock_inputs [all_inputs -no_clocks]
set_input_delay [expr $clk_period * $clk_io_pct] -clock clk0 $non_clock_inputs
set_output_delay [expr $clk_period * $clk_io_pct] -clock clk0 [all_outputs]
```
`flow/design.v`:
```
module FIFO_2clk (write_clk, read_clk, reset, data_in, put, get, data_out, empty, full);
parameter WIDTH = 8;
parameter DEPTH_P2 = 8;
parameter DEPTH_P = 3;
input put,get;
input reset, read_clk, write_clk; 
input [WIDTH-1 : 0] data_in;
output empty, full;
output [WIDTH-1 : 0] data_out;
wire empty;
wire full;
reg [WIDTH-1 : 0] mem [DEPTH_P2-1 : 0];
reg [WIDTH-1 : 0] data_out;
reg [DEPTH_P:0] rd_pointer;
reg [DEPTH_P:0] rd_gray;
reg [DEPTH_P:0] rd_gray_s;
reg [DEPTH_P:0] rd_gray_ss;
reg [DEPTH_P:0] rd_pointer_ss;
reg [DEPTH_P:0] wr_pointer;
reg [DEPTH_P:0] wr_gray;
reg [DEPTH_P:0] wr_gray_s;
reg [DEPTH_P:0] wr_gray_ss;
reg [DEPTH_P:0] wr_pointer_ss;
always @ (posedge write_clk or posedge reset)
begin:write_pointer
	if (reset == 1)
		begin
			wr_pointer <= 0;
		end
	else if ( put == 1 && full == 0)
		begin
			wr_pointer  <= wr_pointer + 1;
		end
end
always @ (posedge read_clk or posedge reset)
begin:read_pointer
	if (reset == 1)
		begin
			rd_pointer <= 0;
		end
	else if ( get == 1 && empty == 0)
		begin
			rd_pointer	<=  rd_pointer + 1;
		end
end
always @ (posedge read_clk or posedge reset)
begin:read_data
		if (reset == 1)
		begin
			data_out <= 0;
		end
		else if ( get == 1 && empty == 0)
		begin
			data_out <= mem[rd_pointer[DEPTH_P-1:0]];
		end
end
always @ (posedge write_clk or posedge reset)
begin:write_data
		if (reset == 1)
		begin
			mem[0] <= 0;
		end
		else if ( put == 1 && full == 0 )
		begin
			mem[wr_pointer[DEPTH_P-1:0]] <= data_in;
		end
end
always @ (posedge write_clk or posedge reset )
begin:write_clk_double_syn
		if (reset == 1)
		begin
			rd_gray_s <= 0;
			rd_gray_ss <= 0;
		end
		else 
		begin
			rd_gray_s <= rd_gray;
			rd_gray_ss <= rd_gray_s;
		end		
end
always @ (posedge read_clk or posedge reset)
begin:read_clk_double_syn
if (reset == 1)
		begin
		wr_gray_s <= 0;
		wr_gray_ss <= 0;
		end
		else 
		begin
		wr_gray_s <= wr_gray;
		wr_gray_ss <= wr_gray_s;
		end	
end
always @ (*) 
begin
	wr_pointer_ss[3]  =                    wr_gray_ss[3];  
	wr_pointer_ss[2]  = wr_pointer_ss[3] ^ wr_gray_ss[2];  
	wr_pointer_ss[1]  = wr_pointer_ss[2] ^ wr_gray_ss[1];  
	wr_pointer_ss[0]  = wr_pointer_ss[1] ^ wr_gray_ss[0];  
	rd_pointer_ss[3]  =                    rd_gray_ss[3];  
	rd_pointer_ss[2]  = rd_pointer_ss[3] ^ rd_gray_ss[2];  
	rd_pointer_ss[1]  = rd_pointer_ss[2] ^ rd_gray_ss[1];  
	rd_pointer_ss[0]  = rd_pointer_ss[1] ^ rd_gray_ss[0];  
end
always @ (*) 
begin
	wr_gray[0]  <= wr_pointer[1] ^ wr_pointer[0];  
	wr_gray[1]  <= wr_pointer[2] ^ wr_pointer[1];  
	wr_gray[2]  <= wr_pointer[3] ^ wr_pointer[2];  
	wr_gray[3]  <=                 wr_pointer[3];  
	rd_gray[0]  <= rd_pointer[1] ^ rd_pointer[0];  
	rd_gray[1]  <= rd_pointer[2] ^ rd_pointer[1];  
	rd_gray[2]  <= rd_pointer[3] ^ rd_pointer[2];  
	rd_gray[3]  <=                 rd_pointer[3];  
end
assign full =((wr_pointer-rd_pointer_ss) == DEPTH_P2);
assign empty =((wr_pointer_ss-rd_pointer) == 0);
endmodule
```
==> ci_impl_report.md <==
## Implementation flow summary

| Metric | Value |
|---|---|
| Seq pwr share | `between 40% and 50%` |
| Final Hold Viols | `0` |
| Post-route setup TNS | `0 ns` |
| Share of cells above drive strength 1 | `19.9%` |
| Crit-path max FO | `4` |
| Status | `finished clean` |
| Slew Viols, Final | `0` |
| GR Overflow Total | `0` |
| Clock power frac | `20.8%` |
| Die footprint | `0.0104 sq mm` |
| Crit path capture type | `output port` |
| Vias/cell | `5.00` |
| Comb pwr share | `about 38%` |
| Worst hold start | `wr_gray_s[1]$_DFF_PP0_` |
| Die width | `approximately 100 um` |
| Registers, synthesis | `96` |
| Static leakage | `1.80 nW` |
| First-pass GRT wire length | `around 12,000 um` |
| Hold Path End | `wr_gray_ss[1]$_DFF_PP0_` |
| Max_cap viols | `0` |
| Antenna violations before repair | `0` |
| Detail Route Antenna Nets | `0` |
| Dominant cell area share | `42.0%` |
| Hold depth | `0` |
| CP Cell Sequence | `xnor2_1 > xor2_1 > xnor2_1 > ha_1 > nand2b_4 > a211o_2 > a211oi_4 > clkdlybuf4s50_1` |
| Setup slack at placement | `between 0.9 and 1 ns` |
| Largest stage delay, worst path | `0.51 ns` |
| Chip area line of the yosys report | `0.00400 sq mm` |
| RSZ-0062 raised after global routing | `no` |
| Pwr Total | `0.00346 W` |
| Pwr dens | `741 mW/mm^2` |
| Register share after synthesis | `between 60% and 70%` |
| Mean Syn Cell Area | `about 15 sq um` |
| Final core area utilization | `48.1%` |
| R2R Path End | `data_out[2]$_DFFE_PP0P_` |
| Post-route setup slack | `0.638 ns` |
| Post-DP Area | `between 0.004 and 0.005 sq mm` |
| Residual DRC count | `0` |
| Reg clk slew, reported paths | `0.08 ns` |
| Top area cell types | `edfxtp_1 42%, dfrtp_1 25%, ha_1 6.9%` |
| Placeable core area | `0.00973 sq mm` |
| Largest net degree at the start of global routing | `40` |
| Min-delay worst type | `reg2reg` |
| GRT Util Overall | `around 16%` |
| Net Switching | `0.00116 W` |
| Vias in the first global route | `~2,200` |
| CTS Hold Bufs | `0` |
| Postcts setup bufs | `0` |
| Gate Count Post-Synth | `roughly 260` |
| Vias | `roughly 2,100` |
| Site Rows | `36` |
| GP Congestion | `0.785` |
| Crit path launch type | `flop` |
| Inserted Diodes | `0` |
| Library cells used by synthesis | `43` |
| Maximum resistive drop on vdd | `0.277 mV` |
| Worst-margin pin slew | `0.744 ns` |
| Yosys Warn Count | `2` |
| Critical path class | `reg2out` |
| # resized after CTS | `0` |
| RR Startpoint | `rd_pointer[2]$_DFFE_PP0P_` |
| DR WL/cell | `around 17 um` |
| Die Span Y | `102 um` |
| Total Wirelength | `~7400 um` |
| DP Wirelength | `about 4800 um` |
| R2R depth | `7` |
| WP data arrival | `2.72 ns` |
| CTS tree | `done` |
| Initial Util | `slightly above 40%` |
| Router iterations before antenna repair | `4` |
| Area of the mapped netlist | `0.00400 sq mm` |
| Largest area contributor in the synthesized netlist | `edfxtp_1` |
| Worst path most repeated cell | `xnor2_1` |
| # clock sinks | `between 90 and 100` |
| CP max stage cell | `clkdlybuf4s50_1` |
| Flop2flop setup slack | `around 1.2 ns` |
| Rel. slew slack | `roughly half` |
| Iteration-0 DRC count of the detailed router | `118` |
| Yosys cell count | `260` |
| Pint | `0.00230 W` |
| P&R area growth vs syn | `16.8%` |
| I/O Buffers | `21` |
| Worst Path Required | `3.36 ns` |
| OpenROAD warnings | `34` |
| Switching Share | `33.6%` |
| IO Pins | `23` |
| Worst Skew | `around 0.014 ns` |
| Final setup fails | `0` |
| Fin area | `between 0.004 and 0.005 sq mm` |
layout by cell type, fill, tap and decap left out, drive strengths merged, types with 6 or more instances in the layout:
| cell | n |
|---|---|
| dfrtp | 40 |
| nand2 | 8 |
| ha | 22 |
| xor2 | 6 |
| clkbuf | 12 |
| inv | 16 |
| buf | 9 |
| xnor2 | 6 |
| clkdlybuf4s50 | 21 |
| mux2 | 23 |
| nor2 | 8 |
| edfxtp | 56 |
synthesized netlist by cell type, drive strengths merged:
master	count
nand3	2
a22oi	5
mux2i	5
buf	8
inv	15
nand2b	4
and2	1
a21oi	3
o22ai	1
xor2	6
nor4b	3
a21o	1
nor2b	2
o2111ai	1
nor3	2
xnor2	6
a221oi	4
nor2	8
edfxtp	56
nand2	8
nand3b	1
dfrtp	40
o21ai	2
clkbuf	4
a211oi	2
a31oi	5
nor3b	2
and3	1
nand4	3
nor4	3
ha	22
mux2	23
a22o	5
a211o	1
a222oi	5
critical path: cells and delay by family (launching register included):
kind            cells  cell delay, ns
xor+xnor            3            0.61
compound gates      2            0.60
flops               1            0.39
simple gates        1            0.06
buf+inv             1            0.51
fa+ha+maj           1            0.21
stage by stage:
| step | cells | hold slack (ns) |
|---|---|---|
| 2_1_floorplan | 260 | 0.331 |
| 3_3_place_gp | 411 | 0.335 |
| 3_5_place_dp | 411 | 0.338 |
| 4_1_cts | 430 | 0.356 |
| 5_1_grt | 430 | 0.362 |
| 6_report | 430 | 0.353 |
routing by layer:
layer  track usage (%)  vias to the layer above  share of wire [%]
met5                 0                        -                  0
met4              3.30                        0               0.85
met2              24.8                       47                 49
li1                  -                     1028                  -
met3              4.52                        4                5.3
met1              25.2                     1069                 45
worst max path at each step:
stage                                    from   end  slack [ns]  depth (start not counted)
final                 rd_gray_ss[3]$_DFF_PP0_  full        0.64                          8
after CTS             rd_gray_ss[3]$_DFF_PP0_  full        0.59                          8
after global routing  rd_gray_ss[3]$_DFF_PP0_  full        0.42                          8
logic make-up after synthesis:
group	count (synthesis)	synth area share, %
muxes	28	7.72
DFF	96	67.0
AOI/OAI and AO/OA	35	7.06
buffers and inverters	27	2.97
adders and majority gates	22	6.88
and+or+nand+nor	40	5.72
xor gates and xnor gates	12	2.63
sequential cells by signal, indices dropped and copies added (netlist names):
register and cells:
wr_gray_s 4, wr_pointer 4, wr_gray_ss 4, rd_pointer 4, mem 64, rd_gray_s 4
data_out 8, rd_gray_ss 4
power by group through the flow:
stage | Combinational, W | Sequential [W] | Clock [W]
6_report | 0.00132 | 0.00143 | 0.000721
5_1_grt | 0.00148 | 0.00146 | 0.000784
4_1_cts | 0.00134 | 0.00143 | 0.000741
cell type report:
cell class	instances	area [sq um]
repair buffers	30	278
fillers	874	5050
multi-input cells	137	1230
clock buffers	12	165
clock inverters	7	95.1
well taps	133	166
flip-flops and latches	96	2680
inverters	15	56.3
No activity file was given, so power comes from the tool's default toggle rates.
